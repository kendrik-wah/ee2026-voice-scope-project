--- flow/design.v ---
`timescale 1ns / 1ps
module clk_div(
    input CLK,
    output clk_20k,
    output clk_10k,
    output clk_5k,
    output clk_10Hz,
    output clk_20Hz,
    output clk_5Hz,
    output clk_100Hz
    );
    wire [31:0] twenty_k_hz = 32'd2499;
    wire [31:0] ten_k_hz = 32'd4999;
    wire [31:0] five_k_hz = 32'd9999;
    wire [31:0] ten_hz = 32'd4999999;
    wire [31:0] twenty_hz = 32'd2499999;
    wire [31:0] five_hz = 32'd9999999;
    wire [31:0] one_hundred_hz = 32'd499999;
    flex_clk_C freq_20k(CLK, twenty_k_hz, clk_20k);
    flex_clk_C freq_10k(CLK, ten_k_hz, clk_10k);
    flex_clk_C freq_5k(CLK, five_k_hz, clk_5k);
    flex_clk_C freq_10Hz(CLK, ten_hz, clk_10Hz);
    flex_clk_C freq_20Hz(CLK, twenty_hz, clk_20Hz);
    flex_clk_C freq_5Hz(CLK, five_hz, clk_5Hz);
    flex_clk_C freq_100Hz(CLK, one_hundred_hz, clk_100Hz);
    endmodule   
`timescale 1ns / 1ps
module flex_clk_C(
    input CLK,
    input [31:0]k,
    output reg signal = 0
    );
    reg [31:0] count = 32'b0;
    always @ (posedge CLK) begin
        count <= (k <= count) ? 0 : count + 1;
        signal <= (count == 0) ?  ~signal : signal;
    end
endmodule
--- flow/run.sh ---
#!/bin/bash
# OpenROAD 26Q1-2900-gdf79404cd8, Yosys 0.63+post, stock flow scripts
make -C /OpenROAD-flow-scripts/flow DESIGN_CONFIG=/design/flow/config.mk WORK_HOME=/design/flow/orfs finish
--- flow/config.mk ---
export PLATFORM = sky130hd
export DESIGN_NAME = clk_div
export DESIGN_NICKNAME = clk_div
export VERILOG_FILES = /design/flow/design.v
export SDC_FILE = /design/flow/constraint.sdc
export NUM_CORES = 4
export LEC_CHECK = 1
export CORE_UTILIZATION = 40
--- flow/constraint.sdc ---
current_design clk_div

set clk_period 3.1
set clk_io_pct 0.2

create_clock -name clk0 -period $clk_period [get_ports {CLK}]

set non_clock_inputs [all_inputs -no_clocks]
set_input_delay [expr $clk_period * $clk_io_pct] -clock clk0 $non_clock_inputs
set_output_delay [expr $clk_period * $clk_io_pct] -clock clk0 [all_outputs]
==> GITHUB_STEP_SUMMARY <==
### Yosys + OpenROAD results

| Metric | Value |
|---|---|
| Chip Area, Yosys | 8530 sq um |
| IO Count | 8 |
| First-pass GRT wire length | 24000 microns |
| TritonCTS Buffers | 24 |
| Core area | between 20000 and 25000 sq um |
| Gr usage total | 0.132 |
| Crit path max fanout | 22 |
| CP Depth | 5 |
| Final hold violation count | 0 |
| Num Clock Sinks | 231 |
| Startpoint types | flop |
| Total power | 5.94 mW |
| Min cycle time layout | 2080 ps |
| Final worst slack | 1020 ps |
| Worst-Skew Late Latency | 500 ps |
| Peak Freq | 0.480 GHz |
| Final Max-Slew Violation Tally | 0 |
| Initial antenna violation count | 0 |
| CP most frequent cell | nor2_1 |
| Largest net degree at the start of global routing | 25 |
| Worst slack at placement | about 1000 ps |
| Clock tree buffer depth | 3 |
| DRT iter0 DRCs | 176 |
| Clock skew | just under 5 ps |
| Non-filler instance count after layout | 1274 |
| Comb gate area | slightly below 4000 sq um |
| Count of input and output buffers | 7 |
| Area leader share | 0.526 |
| Share of layout cells above drive strength 1 | 0.0621 |
| Die Ht | approximately 150 microns |
| Syn Inst Count | 874 |
| Hold path startpoint | freq_20Hz.count[0]$_SDFF_PP0_ |
| Pre-antenna DRT Iters | 6 |
| Static leakage | 3.59 nW |
| RSZ-0062 raised after global routing | false |
| # Max-Cap Violations | 0 |
| Register area share after synthesis | 0.550 |
| CP Launch Point | freq_5Hz.count[17]$_SDFF_PP0_ |
| Grt ovf | 0 |
| CP top delay family | simple AND/OR/NAND/NOR gates |
| Yosys cell count | 874 |
| Hold path depth | 1 |
| Final WL | 13400 microns |
| Synth Register Bits | 231 |
| Vias in the first global route | 5554 |
| Worst slew pin tran | 820 ps |
| Top cells by area | dfxtp_1, xor2_1, nor2_1, xnor2_1, nor4_1 |
| Root Driver | clkbuf_16 |
| Cts hold-fix bufs | 0 |
| Final core utilization | 0.479 |
| Tool Warnings | 32 |
| H-tree levels | 1 |
| Total number of vias | 5847 |
| Area Overhead vs Synth | 17.6% |
| Die footprint | roughly 22000 sq um |
| Post-Place Cells | 1231 |
| Status | finished, final reports clean |
| Starting Density | 0.407 |
| Cell Rows | 53 |
| R2r worst-path depth | 5 |
| Met3 global-route usage | 0.0211 |
| Synth Flop Type | dfxtp_1 |
| Drt drc | 0 |
| RR Startpoint | freq_5Hz.count[17]$_SDFF_PP0_ |
| Crit share post-route | 0.672 |
| Pwr/cell area | 592 nW/um^2 |
| Total negative slack | 0 ps |
| Worst Path Required | 3460 ps |
| Worst VDD drop | 0.000470 V |
| Drt wl/cell | 10.5 microns |
| Critical path buffer and inverter count | 0 |
| Post-DP HPWL | 8620 microns |
| Hold Crit Class | reg -> reg |
| Critical path data arrival time | 2440 ps |
| Die span in x | between 100 and 150 microns |
| Slowest CP cell | nand2_1 |
| Most Crowded Layer GR | met2 |
| Fillers | about 2000 |
| Setup crit end kind | flop |
| Setup Viol. Count Final | 0 |
| Post-route ant nets | 0 |
| Post-synthesis cell type count | 50 |
| Flip-flops with a built-in enable | 7 |
| Crit path largest cell delay | 620 ps |
| Reg area | 4690 sq um |
| Synthesized area per cell | 9.76 sq um |
| Post-DR vias/cell | 4.59 |
| CTS tree | built |
| Postcts setup bufs | 0 |
| Kind of critical path | reg -> reg |
| PostCTS Resize Cnt | 0 |
| Clock-pin transition on the worst setup and hold timing paths | 60 ps |
| Grt met2 use | 0.207 |
| Inserted Diodes | 0 |
| Cell accounting for the most synthesized area | dfxtp_1 |
| Critical Path, Cell by Cell | or4_1, nor2_1, a41oi_1, nand2_1, nor2_1 |
| M1 GR Usage | 0.200 |
| Async SR Flop Fraction | 0 |
| Worst slew margin | 0.448 |
| Mapped Area | 8530 sq um |
| Warnings, synthesis | 1 |
| Routability congestion estimate | 0.841 |
[metal layers]
metal / vias up / share of wire
li1: 3141 / -
met1: 2620 / 0.52
met2: 63 / 0.42
met3: 23 / 0.035
met4: 0 / 0.020
met5: - / 0
[path summary, 6_finish.rpt]
check,endpoint,slack [ps]
worst max-delay path,freq_5Hz.count[19]$_SDFF_PP0_,1020
worst min-delay path,freq_20Hz.count[0]$_SDFF_PP0_,480
worst max register to register,freq_5Hz.count[19]$_SDFF_PP0_,1020
worst min register to register,freq_20Hz.count[0]$_SDFF_PP0_,480
[final cells by class]
type / instances / share of cell area
repair buffers: 13 / 0.0115
flip-flops and latches: 231 / 0.468
multi-input cells: 681 / 0.395
well taps: 275 / 0.0343
inverters: 31 / 0.0116
clock inverters: 10 / 0.0106
clock buffers: 33 / 0.0695
[report_power, final]
group	internal [mW]	switching, mW
Sequential	3.05	0.0166
Combinational	0.00503	0.0147
Clock	1.74	1.12
Total	4.80	1.15
[cell usage in the layout, fill, tap and decap left out, types with 6 or more instances in the layout]
| cell type | Yosys | final |
|---|---|---|
| and3_1 | 23 | 23 |
| and4_1 | 7 | 7 |
| buf_4 | 1 | 6 |
| clkbuf_16 | 0 | 26 |
| clkdlybuf4s50_1 | 0 | 7 |
| conb_1 | 1 | 97 |
| dfxtp_1 | 224 | 224 |
| edfxtp_1 | 7 | 7 |
| ha_1 | 14 | 14 |
| inv_1 | 31 | 31 |
| nand2_1 | 58 | 58 |
| nand3_1 | 54 | 54 |
| nand4_1 | 31 | 31 |
| nor2_1 | 124 | 124 |
| nor3_1 | 51 | 51 |
| nor4_1 | 46 | 46 |
| or4_1 | 9 | 9 |
| xnor2_1 | 49 | 49 |
| xor2_1 | 64 | 64 |
[flip-flops by register name (all words and copies together) (netlist names), 32 cells and up]
register	flops
freq_5Hz.count	32
freq_100Hz.count	32
freq_20k.count	32
freq_20Hz.count	32
freq_10k.count	32
freq_5k.count	32
freq_10Hz.count	32
[per-stage QoR]
step           hold slack [ps]  instance area (sq um)
2_1_floorplan              430                   8890
3_3_place_gp               448                   9230
3_5_place_dp               459                   9230
4_1_cts                    474                  10000
5_1_grt                    514                  10000
6_report                   475                  10000
[Yosys cell counts, types with 4 or more instances]
cell type and count:
dfxtp_1 224, nor2_1 124, xor2_1 64, nand2_1 58, nand3_1 54, nor3_1 51
xnor2_1 49, nor4_1 46, inv_1 31, nand4_1 31, and3_1 23, ha_1 14
clkbuf_1 13, buf_2 11, or4_1 9, and4_1 7, edfxtp_1 7, nor3_2 5
nor4_2 5, nor3b_1 4
[cell families after synthesis]
logic type                 synth area share
adders and majority gates            0.0205
buffers and inverters                0.0293
other                              0.000440
xor gates and xnor gates              0.116
AOI/OAI and AO/OA                    0.0182
and+or+nand+nor                       0.265
DFF                                   0.550
Power figures rest on the tool's default switching activity, not on a simulated workload.
