[flow/design.v]
`timescale 1ns / 1ps
module button_control_module(
    input clk_20Hz, btnU, btnD, btnC, btnL, btnR,
    output reg [3:0] my_grid_r = 4'h0,
    output reg [3:0] my_grid_g = 4'hF,
    output reg [3:0] my_grid_b = 4'hF,
    output reg [3:0] my_bg_r = 4'h1,
    output reg [3:0] my_bg_g = 4'h0,
    output reg [3:0] my_bg_b = 4'h5,
    output reg [3:0] my_wave_r = 4'hF,
    output reg [3:0] my_wave_g = 4'hF,
    output reg [3:0] my_wave_b = 4'hF
    );
    reg [2:0] count = 0;
    always @ (posedge clk_20Hz)
    begin
        count <= (count < 4) ? count + 1 : 0;
        if (btnU && btnD)     
            begin
            my_grid_r <= 4'h0;
            my_grid_g <= 4'hF;
            my_grid_b <= 4'hF;
            my_bg_r <= 4'h1;
            my_bg_g <= 4'h0;
            my_bg_b <= 4'h5;
            my_wave_r <= 4'hF;
            my_wave_g <= 4'hF;
            my_wave_b <= 4'hF;
            end    
        else if (btnU)
            begin
            my_grid_r <= my_grid_r + 1;
            my_grid_g <= my_grid_g + 2;
            my_grid_b <= my_grid_b + 3;
            end
        else if (btnD)
            begin
            my_grid_r <= my_grid_r - 1;
            my_grid_g <= my_grid_g - 2;
            my_grid_b <= my_grid_b - 3;
            end
        if (btnL && count == 3)
            begin
            my_bg_r <= my_bg_r + 2;
            my_bg_g <= my_bg_g + 3;
            my_bg_b <= my_bg_b + 4;
            end  
        if (btnR && count == 3)
            begin
            my_bg_r <= my_bg_r - 2;
            my_bg_g <= my_bg_g - 3;
            my_bg_b <= my_bg_b - 4;
            end            
        if (btnC && count == 3)
            begin
            my_wave_r <= my_wave_r + 2;
            my_wave_g <= my_wave_g + 3;
            my_wave_b <= my_wave_b + 4;
            end            
    end
endmodule
[flow/run.sh]
#!/bin/bash
# OpenROAD 26Q1-2900-gdf79404cd8, Yosys 0.63+post, stock flow scripts
make -C /OpenROAD-flow-scripts/flow DESIGN_CONFIG=/design/flow/config.mk WORK_HOME=/design/flow/orfs finish
[flow/config.mk]
export PLATFORM = sky130hd
export DESIGN_NAME = button_control_module
export DESIGN_NICKNAME = button_control_module
export VERILOG_FILES = /design/flow/design.v
export SDC_FILE = /design/flow/constraint.sdc
export NUM_CORES = 4
export LEC_CHECK = 1
export CORE_UTILIZATION = 40
[flow/constraint.sdc]
current_design button_control_module

set clk_period 3.0
set clk_io_pct 0.2

create_clock -name clk0 -period $clk_period [get_ports {clk_20Hz}]

set non_clock_inputs [all_inputs -no_clocks]
set_input_delay [expr $clk_period * $clk_io_pct] -clock clk0 $non_clock_inputs
set_output_delay [expr $clk_period * $clk_io_pct] -clock clk0 [all_outputs]
==> run summary <==
The implementation run finished. Number of post-CTS setup repair buffers landed at 0. Yosys stat chip area landed at 1770 um^2. Among all flip-flop cells after synthesis, the most frequent one is sky130_fd_sc_hd__edfxtp_1.

Final cell utilization of the core landed at 53.91%. Wire length of the first global-routing pass landed at 5382 um. Note, the detailed placer reported a final HPWL of 2367 um. The placement report lists the number of port buffers as 36. Clock latency on the worst-skew pair landed at 0.28 ns. Global placement routability congestion landed at 0.8164.

Number of slew-limit violations in the final report landed at 0. Share of layout cells above drive strength 1 landed at 6.250%. Switching share of power landed at 28.21%. Per the run report, area growth between synthesis and finish was 25.30%. Xor and xnor area share after synthesis landed at 4.382%. Adding up every negative setup slack in the final design gives 0 ns. On the final layout, the worst clock skew is 0.005262 ns. In the hold timing report, the worst path depth is 1. Quantity of gates resized following cts landed at 0.

The flow reports that the clock network draws 24.0% of the design power. For flop-to-flop paths, the worst setup slack is 0.99 ns. Share of power burned in combinational logic landed at 29.3%.

Per the TritonCTS log, the buffer count is 5. The worst register-to-register path depth is 4. The clock drives 33 sinks.

Multiplexer cells account for 0.5654% of the synthesized area. The warning tally printed by Yosys for this design is 1. Maximum achievable frequency landed at 0.4515 GHz. For the worst reg-to-reg path, the startpoint reported by OpenROAD is count[0]$_SDFF_PP0_.

Clock tree buffer depth landed at 2. The flow ran to the end, and the final reports show no timing, DRC or antenna violations. Number of unique standard cell types used by synthesis landed at 45. Number of buffers inserted for hold repair after clock tree synthesis landed at 0. Looking at the clock tree report, the root buffer type is sky130_fd_sc_hd__clkbuf_8. The die covers 4696 um^2. The post-synth register bit count is 33. The stage logs contain a warning count of 27. Fraction of the mapped netlist area in compound gates landed at 13.00%. Setup repair after global routing left no endpoint under its margin.

The most critical min-delay path falls under reg -> reg. Ratio of total power to cell area landed at 602.6 nW/um^2. Looking at the critical path, the highest net fanout was 12.

Summed over all routing layers, the global router reports a total usage of 15.66%. The script extracted a net switching power of 377.2 uW. Time the final worst path needs with I/O delays and setup landed at 2.215 ns.

The initial antenna violation count came to 0. Total number of vias landed at 1,303. STA classifies the critical path endpoint as a flop.

Detailed-route iteration 0 reported a violation count of 74. Summed over all layers, the routed wires come to 3217 um. A synthesized cell averages 10.41 um^2. In the synthesized netlist the async set-or-reset flop fraction comes to 0%.

TritonCTS built the clock tree. For this design the static power due to leakage is 0.8867 nW. Count of boundary I/O pins landed at 42. CTS H-tree depth landed at 2. After synthesis the cells add up to 1770 um^2. Number of cells in the yosys synthesis report landed at 170. The region available for standard cell placement spans 4115 um^2. STA lists the startpoint of the worst hold path as count[0]$_SDFF_PP0_. The worst setup path is launched from a primary input. For this sky-water flow run, the detailed-routed wirelength per cell is reported as 12.47 um. Entering global routing, the biggest net connects 14 pins. Clock-pin slew was measured on the worst setup and hold paths at 0.07 ns. The final hold violation count recorded for this run is 0.

Data on the critical path arrives at its endpoint at 2.39 ns. STA puts the critical path data required time at 3.17 ns. Instance tally after logic synthesis landed at 170.

The script parses the final routing iteration and logs DRC violations as 0. Max-cap violation count landed at 0. Looking at the setup timing report, the critical path kind is in -> reg. Simple-gate portion of the synthesized area landed at 13.99%. The pre-antenna-repair detailed-routing pass consisted of 4 iterations.

Leftover overflow at the end of global routing landed at 0. Post-synth tally of flip-flops with integrated enable landed at 19. Per report_power, the sequential group accounts for 46.7% of the total. In the final report, the number of endpoints failing setup comes to 0. Of the available clock period, the critical path in the final layout requires 73.83%. After floorplanning, the core was divided into 23 placement rows. The worst hold path terminates at count[0]$_SDFF_PP0_. Internal cell power landed at 959.6 uW. The number of global-route vias before repair came to 1,249. Antenna diode count landed at 0. Sequential area share after synthesis landed at 48.06%.

Die width landed at 68.53 um. Overall die height landed at 68.53 um. Via density per instance landed at 5.050.

Once detail routing completed, the nets flagged for antenna violations numbered 0. Looking at the reg2reg group, the worst path ends at my_wave_r[1]$_SDFFCE_PN1P_. Per the synthesis report, the adder-cell share of the synthesized area is 11.87%.

In the floorplan report the effective utilization is 43.02%. Of the combinational cells, the family taking the most area is simple AND/OR/NAND/NOR gates. Highest ir drop seen on vdd landed at 0.5931 mV.
## critical path, stage by stage
cell	delay [ns]
sky130_fd_sc_hd__clkdlybuf4s50_1	0.41
sky130_fd_sc_hd__inv_1	0.34
sky130_fd_sc_hd__ha_1	0.35
sky130_fd_sc_hd__a21oi_1	0.29
sky130_fd_sc_hd__and4_1	0.23
sky130_fd_sc_hd__o21ai_1	0.06
sky130_fd_sc_hd__o31a_1	0.11
## worst max path at each step
stage | end | cells after the start | from
4_1_cts | my_grid_b[3]$_SDFFE_PP1P_ | 7 | btnU
5_1_grt | my_grid_b[3]$_SDFFE_PP1P_ | 7 | btnU
6_report | my_grid_b[3]$_SDFFE_PP1P_ | 7 | btnU
## cells in the mapped netlist (2+ instances only)
cell type                   instances  area (um^2)
sky130_fd_sc_hd__xnor2_1            4        35.03
sky130_fd_sc_hd__buf_4              8        60.06
sky130_fd_sc_hd__o2111ai_1          2        17.52
sky130_fd_sc_hd__o211ai_1           2        15.01
sky130_fd_sc_hd__o21ai_0            5        25.02
sky130_fd_sc_hd__buf_6              2        22.52
sky130_fd_sc_hd__xor2_1             3        26.28
sky130_fd_sc_hd__conb_1             2        7.510
sky130_fd_sc_hd__a211oi_1           2        15.01
sky130_fd_sc_hd__inv_1             13        48.80
sky130_fd_sc_hd__nand3_1            5        25.02
sky130_fd_sc_hd__edfxtp_1          19        570.6
sky130_fd_sc_hd__ha_1              12        150.1
sky130_fd_sc_hd__dfxtp_1           14        280.3
sky130_fd_sc_hd__fa_1               3        60.06
sky130_fd_sc_hd__nand2_1           17        63.81
sky130_fd_sc_hd__nor2b_1            3        18.77
sky130_fd_sc_hd__a21oi_1            9        45.04
sky130_fd_sc_hd__o21ai_1            3        15.01
sky130_fd_sc_hd__nor2_1            13        48.80
sky130_fd_sc_hd__nand2b_1           3        18.77
sky130_fd_sc_hd__o22ai_1            2        12.51
sky130_fd_sc_hd__o21a_1             2        15.01
## sequential cells by signal (all words and copies together), names as in the netlist
register	flops
my_bg_g	4
my_grid_b	4
my_grid_r	4
my_wave_g	4
count	3
my_bg_b	3
my_bg_r	3
my_grid_g	3
my_wave_r	3
my_wave_b	2
## per-layer routing
metal	share of wire (%)	GRT usage, %	up-vias
li1	-	-	661
met1	49	24.14	610
met2	44	24.02	28
met3	5.9	4.167	4
met4	1.1	1.823	0
met5	0	0	-
## power groups by stage
stage	Combinational, mW	Sequential [mW]	Clock, mW
CTS	0.396	0.625	0.333
global route	0.447	0.637	0.355
finish	0.391	0.625	0.321
## cell type report
class                      instances  area (um^2)
inverter                          13        48.80
tap                               50        62.56
clock buffer                       5        68.82
multi-input combinational        116        794.5
fill                             352         1897
clock inverter                     3        17.52
timing repair buffer              38        375.4
sequential                        33        850.8
## through the flow
| stage | setup WS, ns | hold WS (ns) | cells | power [mW] | area [um^2] |
|---|---|---|---|---|---|
| after floorplan | 1.075 | 0.3896 | 173 | 0.8296 | 1782 |
| after global placement | 0.5260 | 0.3996 | 250 | 1.017 | 2132 |
| after detailed placement | 0.5082 | 0.4146 | 250 | 1.021 | 2132 |
| after CTS | 0.7784 | 0.4254 | 258 | 1.354 | 2218 |
| after global routing | 0.6326 | 0.4529 | 258 | 1.439 | 2218 |
| final | 0.7850 | 0.4174 | 258 | 1.337 | 2218 |
## cell families (layout without fill, tap and decap cells)
kind of cell / Yosys count / count (layout)
compound gates: 35 / 35
xor+xnor: 8 / 8
fa+ha+maj: 15 / 15
buf+inv: 24 / 59
flops: 33 / 33
mux: 1 / 1
other cells: 2 / 5
simple gates: 52 / 52
## cells in the final DEF (no fill, tap or decap), types with 9 or more instances in the layout
master,Yosys,final
sky130_fd_sc_hd__a21oi_1,9,9
sky130_fd_sc_hd__edfxtp_1,19,19
sky130_fd_sc_hd__ha_1,12,12
sky130_fd_sc_hd__nor2_1,13,13
sky130_fd_sc_hd__clkdlybuf4s50_1,0,36
sky130_fd_sc_hd__inv_1,13,13
sky130_fd_sc_hd__nand2_1,17,17
sky130_fd_sc_hd__dfxtp_1,14,14
Power is estimated from default activity; no workload was simulated.
