[config.mk]
export PLATFORM = sky130hd
export DESIGN_NAME = volume_indicator
export DESIGN_NICKNAME = volume_indicator
export VERILOG_FILES = /design/flow/design.v
export SDC_FILE = /design/flow/constraint.sdc
export NUM_CORES = 4
export LEC_CHECK = 1
export CORE_UTILIZATION = 40
[run.sh]
#!/bin/bash
# OpenROAD 26Q1-2900-gdf79404cd8, Yosys 0.63+post, stock flow scripts
make -C /OpenROAD-flow-scripts/flow DESIGN_CONFIG=/design/flow/config.mk WORK_HOME=/design/flow/orfs finish
[constraint.sdc]
current_design volume_indicator

set clk_period 195.8
set clk_io_pct 0.2

create_clock -name clk0 -period $clk_period [get_ports {clk_20k}]
create_clock -name clk1 -period $clk_period [get_ports {clk_5Hz}]

set non_clock_inputs [all_inputs -no_clocks]
set_input_delay [expr $clk_period * $clk_io_pct] -clock clk0 $non_clock_inputs
set_output_delay [expr $clk_period * $clk_io_pct] -clock clk0 [all_outputs]
[design.v]
`timescale 1ns / 1ps
module LED_calibrate(
    input clk_20k,
    input clk_5Hz,
    input sw4, 
    input btnC,
    input [9:0]wave,
    output reg [9:0]new_threshold = 10'd575,
    output reg [9:0]interval = 10'd28
    );
    reg [9:0] max_value = 10'd1023;
    reg [9:0] base = 10'd575;
    reg [9:0] LEDs_needed;
    reg [9:0] difference;
    wire [9:0] average;
    wire average_state;
    averaging averaged(clk_20k, sw4, wave, average, average_state);
    always @ (posedge clk_5Hz) begin
        base <= (sw4 == 1) ? ((wave < average) ? (wave + average) : wave) : (btnC == 0) ? base : 10'd575;
        new_threshold <= base;
        difference <= max_value - new_threshold;
        LEDs_needed <= (difference < 16) ? difference : 10'd16;
        interval <= (btnC == 1) ? (difference / LEDs_needed) : (difference < 16 && sw4 == 1) ? 10'd1 : ((sw4 == 1) ? (difference / LEDs_needed) : interval);
    end
endmodule
`timescale 1ns / 1ps
module averaging(
    input clk,
    input take_average,
    input [9:0] waveform,
    output reg [9:0] averaged_waveform = 0,
    output reg average_state = 0
    );
    reg [31:0] counter = 32'd0;
    reg [31:0] intermediate = 32'd0;
    always @ (posedge clk) begin
        intermediate <= (counter < 32'd4000 & take_average == 1) ? intermediate + waveform : intermediate;
        counter <= (counter < 32'd4000 & take_average == 1) ? (counter + 1) : counter;
        averaged_waveform <= (counter < 32'd4000 & take_average == 1) ? averaged_waveform : (intermediate / (counter+1));
        average_state <= (counter == 32'd4000 || take_average == 1) ? 1 : 0;
    end
endmodule
`timescale 1ns / 1ps
module volume_indicator(
    input clk_20k,
    input clk_5Hz,
    input sw4,
    input btnC,
    input [9:0] wave,
    output reg [15:0] LED = 0
    );
    reg [15:0] power = 16'b1111111111111111;
    wire [9:0] base;
    wire [9:0] interval;
    LED_calibrate calibrate(clk_20k, clk_5Hz, sw4, btnC, wave, base, interval);
    always @ (posedge clk_5Hz) begin
        LED <= (wave <= base) ? 0 :
                        (wave <= base + interval) ? power[1:0] :
                        (wave <= base + (interval * 2)) ? power[2:0] :
                        (wave <= base + (interval * 3)) ? power[3:0] :
                        (wave <= base + (interval * 4)) ? power[4:0] :
                        (wave <= base + (interval * 5)) ? power[5:0] :
                        (wave <= base + (interval * 6)) ? power[6:0] :
                        (wave <= base + (interval * 7)) ? power[7:0] :
                        (wave <= base + (interval * 8)) ? power[8:0] :
                        (wave <= base + (interval * 9)) ? power[9:0] :
                        (wave <= base + (interval * 10)) ? power[10:0] :
                        (wave <= base + (interval * 11)) ? power[11:0] :
                        (wave <= base + (interval * 12)) ? power[12:0] :
                        (wave <= base + (interval * 13)) ? power[13:0] :
                        (wave <= base + (interval * 14)) ? power[14:0] :
                        power;             
    end
endmodule
==> flow_metrics.env <==
# source this file to load flow results
export IMPL_status="finished clean"
export IMPL_timing_setup_tns_ns=0
export IMPL_warnings=52
export IMPL_yosys_area_um2=46600
export IMPL_ios=30
export IMPL_grt_pass1_wl_um=259000
export IMPL_synthMuxAreaShare=0.0315
export IMPL_crit_type="flop to flop"
export IMPL_drt_vias_per_instance=5.97
export IMPL_critPathMaxStageDelay_ns=1.11
export IMPL_die_y_um=343
export IMPL_fp_dieW_um=343
export IMPL_total_leakage_power_nw=22.9
export IMPL_place_congestion=1.05
export IMPL_rsz0062_at_grt="no"
export IMPL_crit_start="calibrate.averaged.counter[6]$_DFFE_PP_"
export IMPL_r2r_setup_slack_ns=104.92
export IMPL_r2r_cells=346
export IMPL_ys_sh_aoi=0.248
export IMPL_ys_seq_share=0.0798
export IMPL_path_max_fanout=39
export IMPL_cp_top_family="AND-OR/OR-AND gates"
export IMPL_cts_hold_buf=0
export IMPL_grt_max_degree=40
export IMPL_peakVddDrop_v=0.00000480
export IMPL_cts_tree="built"
export IMPL_first_pass_iters=8
export IMPL_pwr_share_seq=0.178
export IMPL_whs_ns=0.339
export IMPL_path_clk_slew_ns=0.08
export IMPL_core_um2=115000
export IMPL_cp_data_required_time_ns=195.95
export IMPL_cts_resized=0
export IMPL_hold_start="calibrate.base[6]$_SDFFCE_PN0P_"
export IMPL_drv_cap=0
export IMPL_finClkSkew_ns=0.0205
export IMPL_yosysTopAreaCellShare=0.245
export IMPL_postCtsSetupBuffers=0
export IMPL_grt_overflow=0
export IMPL_gr_usage_all_layers=0.294
export IMPL_syn_area_per_cell_um2=7.55
export IMPL_power_internal_mw=0.104
export IMPL_setup_violations=0
export IMPL_xor_area_frac=0.0950
export IMPL_synth_seq_cells=139
export IMPL_ys_flop_type="edfxtp_1"
export IMPL_vias=46100
export IMPL_portBuffers=28
export IMPL_yosysMostFrequentCell="ha_1"
export IMPL_drc=0
export IMPL_hpwlAfterDp_um=138000
export IMPL_yosys_warnings=3
export IMPL_cp_depth=346
export IMPL_comb_power_share=0.634
export IMPL_worstSetupStartpointType="flop"
export IMPL_cp_end_kind="flop"
export IMPL_worstReg2RegStart="calibrate.averaged.counter[6]$_DFFE_PP_"
export IMPL_p_sw_mw=0.0802
export IMPL_critPathBufInv=29
export IMPL_logic_family="adder cells"
export IMPL_routed_wl_um=171000
export IMPL_ys_types=99
export IMPL_worstMarginPinSlew_ns=1.37
export IMPL_ys_cells=6174
export IMPL_clkPwrFrac=0.188
export IMPL_synthToLayoutAreaGrowth_pct=7.07
export IMPL_edf_count=94
export IMPL_placement_rows=124
export IMPL_grt_antenna_before_repair=3
export IMPL_synth_area_um2=46600
export IMPL_common_cells="914 x ha_1, 583 x nor2_1, 490 x a21oi_1, 469 x nand2_1, 424 x inv_1"
export IMPL_pwr_density_cell_nw_per_um2=3.70
export IMPL_dieArea_um2=118000
export IMPL_drtIter0Drc=3763
export IMPL_synth_cells=6174
export IMPL_crit_path_frequent_cell="a21oi_1"
export IMPL_arrival_ns=91.03
export IMPL_drv_slew=0
export IMPL_drive_gt1_frac=0.0626
export IMPL_top_cells_by_area="ha_1 25%, xnor2_1 6.2%, edfxtp_1 6.1%, a21oi_1 5.3%, nor2_1 4.7%"
export IMPL_adder_share=0.284
export IMPL_async_flop_share=0
export IMPL_hold_class="flop to flop"
export IMPL_ant_nets=0
export IMPL_yosys_area_share_simple=0.212
export IMPL_switching_share=0.435
export IMPL_r2r_end="calibrate.averaged.averaged_waveform[0]$_DFFE_PN_"
export IMPL_final_hold_violation_count=0
export IMPL_top_area_cell="ha_1"
export IMPL_initial_utilization=0.406
export IMPL_crit_path_top_delay_cell="o21ai_0"
export IMPL_first_global_vias=42500
export IMPL_relSlewSlack=0.0779
export IMPL_wl_per_cell_um=22.2
export IMPL_crit_end="calibrate.averaged.averaged_waveform[0]$_DFFE_PN_"
export IMPL_clkSinkCount=139
==> cell families (layout without fill, tap and decap cells) <==
kind of cell / Yosys count / after routing
xor+xnor: 506 / 506
buf+inv: 596 / 621
mux: 134 / 134
fa+ha+maj: 1005 / 1005
other cells: 1 / 11
simple gates: 2031 / 2031
flops: 139 / 139
compound gates: 1762 / 1762
==> flip-flops by register name (all words and copies together) (netlist names) <==
register / flops
LED: 15
calibrate.averaged.averaged_waveform: 10
calibrate.averaged.counter: 32
calibrate.averaged.intermediate: 32
calibrate.base: 10
calibrate.new_threshold: 10
calibrate.difference: 10
calibrate.LEDs_needed: 10
calibrate.interval: 10
==> layout by cell type, fill, tap and decap left out, drive strengths merged, types with 101 or more instances in the layout <==
| master | instances |
|---|---|
| xnor2 | 330 |
| a21oi | 490 |
| nor2 | 583 |
| o21ai | 300 |
| buf | 134 |
| o21a | 180 |
| nand4 | 106 |
| xor2 | 176 |
| ha | 914 |
| o21bai | 101 |
| inv | 426 |
| nor3 | 209 |
| nand2 | 469 |
| nand3 | 138 |
| mux2 | 102 |
| a21o | 215 |
==> power groups by stage <==
| stage | registers (mW) | clock network, mW | logic, mW |
|---|---|---|---|
| after CTS | 0.0329 | 0.0356 | 0.116 |
| after global routing | 0.0330 | 0.0365 | 0.134 |
| final | 0.0329 | 0.0347 | 0.117 |
==> through the flow <==
step | power (mW) | worst slack (ns) | cells | utilization | area, µm²
6_report | 0.185 | 104.92 | 7721 | 0.434 | 49900
2_1_floorplan | 0.124 | 118.84 | 6178 | - | 46600
4_1_cts | 0.185 | 106.67 | 7715 | 0.434 | 49900
3_5_place_dp | 0.149 | 107.08 | 7683 | 0.429 | 49300
5_1_grt | 0.204 | 98.06 | 7715 | 0.434 | 49900
3_3_place_gp | 0.148 | 108.01 | 7683 | 0.429 | 49300
==> area by class of cell <==
class / instances / area [µm²]
Clock inverter: 11 / 104
Tap cell: 1512 / 1890
Fill cell: 11500 / 65000
Inverter: 427 / 1600
Multi-Input combinational cell: 5443 / 40800
Clock buffer: 21 / 482
Sequential cell: 139 / 3720
Antenna cell: 6 / 15.0
Timing Repair Buffer: 162 / 1290
==> layer usage <==
metal | track usage | share of wire | wire length, µm
met2 | 0.416 | 0.40 | 68400
met4 | 0.0637 | 0.027 | 4550
met3 | 0.0705 | 0.10 | 17100
met1 | 0.452 | 0.47 | 81200
met5 | 0 | 0 | 0
==> worst min path at each step <==
| stage | endpoint | cells past startpoint | slack, ns |
|---|---|---|---|
| after global routing | calibrate.new_threshold[6]$_DFF_P_ | 0 | 0.34 |
| final | calibrate.new_threshold[6]$_DFF_P_ | 0 | 0.34 |
| after CTS | calibrate.new_threshold[6]$_DFF_P_ | 0 | 0.34 |
No activity file was given, so power comes from the tool's default toggle rates.
